==> run.sh <==
#!/bin/bash
# OpenROAD 26Q1-2900-gdf79404cd8, Yosys 0.63+post, stock flow scripts
make -C /OpenROAD-flow-scripts/flow DESIGN_CONFIG=/design/flow/config.mk WORK_HOME=/design/flow/orfs finish
==> config.mk <==
export PLATFORM = sky130hd
export DESIGN_NAME = i2c_master
export DESIGN_NICKNAME = i2c_master
export VERILOG_FILES = /design/flow/design.v
export SDC_FILE = /design/flow/constraint.sdc
export NUM_CORES = 4
export LEC_CHECK = 1
export CORE_UTILIZATION = 40
==> constraint.sdc <==
current_design i2c_master

set clk_period 2.0
set clk_io_pct 0.2

create_clock -name clk0 -period $clk_period [get_ports {clk}]

set non_clock_inputs [all_inputs -no_clocks]
set_input_delay [expr $clk_period * $clk_io_pct] -clock clk0 $non_clock_inputs
set_output_delay [expr $clk_period * $clk_io_pct] -clock clk0 [all_outputs]
==> design.v <==
module i2c_master #(
   parameter input_clk = 48000000,
   parameter bus_clk = 400000
) (
   input wire clk,
   input wire reset_n,
   input wire ena,
   input wire [6:0] addr,
   input wire rw,
   input wire [7:0] data_wr,
   output reg busy,
   output reg [7:0] data_rd,
   output reg ack_error,
   inout wire sda,
   inout wire scl
);
   localparam divider = (input_clk / bus_clk) / 4;
	localparam div1 = divider, div2 = divider*2, div3 = divider*3, div4 = divider*4;
   reg [7:0] addr_rw, data_tx, data_rx;
   reg [3:0] state;
   reg data_clk, data_clk_prev, scl_clk, scl_ena;
   reg sda_int;
   wire sda_ena_n;
   reg [2:0] bit_cnt;
   reg stretch;
   reg [31:0] count;
	localparam READY = 4'd0, START = 4'd1, COMMAND = 4'd2, SLV_ACK1 = 4'd3, WR = 4'd4, RD = 4'd5, SLV_ACK2 = 4'd6, MSTR_ACK = 4'd7, STOP = 4'd8;
   assign scl = (scl_ena && ~scl_clk) ? 1'b0 : 1'bz;
   assign sda = (sda_ena_n == 1'b0) ? 1'b0 : 1'bz;
	assign sda_ena = state == START ? data_clk_prev 
							: state == STOP ? ~data_clk_prev
							: sda_int;
always @(posedge clk or negedge reset_n) begin  
   if (reset_n == 0) begin
       count <= 0;
       data_clk <= 1'b0;
       data_clk_prev <= 1'b0;
       scl_clk <= 1'b0;
   end else begin
		count <= count + 1;
		if(count > div4) count <= 0;
		data_clk_prev <= data_clk;
		if(count < div1) begin					 
			scl_clk <= 1'b0;
			data_clk <= 1'b0;
		end else if(count < div2) begin		 
			scl_clk <= 1'b0;
			data_clk <= 1'b1;
		end else if(count < (div3)) begin	 
			scl_clk <= 1'b1;
			data_clk <= 1'b1;
		end else begin 							 
			scl_clk <= 1'b1;
			data_clk <= 1'b0;
		end
	end
end
always @ (posedge clk or negedge reset_n) begin
	if (reset_n == 0) begin
		state <= READY;
		busy <= 1'b1;
		scl_ena <= 1'b0;
		sda_int <= 1'b1;
		ack_error <= 1'b0;
		bit_cnt <= 3'd7;
		data_rd <= 8'b0;
	end else begin
		if (data_clk == 1 && data_clk_prev == 0) begin 			 
			case(state)
				READY: begin
					if(ena == 1) begin
						busy <= 1'b1;
						addr_rw <= {addr, rw};
						data_tx <= data_wr;
						state <= START;
					end else begin
						busy <= 1'b0;
						state <= READY;
					end
				end
				START: begin
					busy <= 1'b1;
					sda_int <= 1'b1;
					state <= COMMAND;
				end	
				COMMAND: begin
					if(bit_cnt == 0) begin
						sda_int <= 1'b0;
						bit_cnt <= 3'd7;
						state <= SLV_ACK1;
					end else begin
						bit_cnt <= bit_cnt - 1'b1;
						sda_int <= data_tx[bit_cnt-1];
						state <= COMMAND;
					end
				end
				SLV_ACK1: begin
					if(addr_rw[0] == 1'b0) begin
						sda_int <= data_tx[bit_cnt];
						state <= WR;
					end else begin
						sda_int <= 1'b1;
						state <= RD;
					end
				end
				WR: begin
					busy <= 1'b1;
					if(bit_cnt == 0) begin
						sda_int <= 1'b1;
						bit_cnt <= 3'd7;
						state <= SLV_ACK2;
					end else begin
						bit_cnt <= bit_cnt - 1'b1;
						sda_int <= data_tx[bit_cnt - 1];
						state <= WR;
					end
				end
				RD: begin
					busy <= 1'b1;
					if(bit_cnt == 0) begin
						if(ena == 1 && addr_rw == {addr, rw}) sda_int <= 1'b0;
						else sda_int <= 1'b1;
						bit_cnt <= 3'd7;
						data_rd <= data_rx;
						state <= MSTR_ACK;
					end else begin
						bit_cnt <= bit_cnt - 1'b1;
						state <= RD;
					end
				end
				SLV_ACK2: begin
					if(ena == 1) begin
						busy <= 1'b0;
						addr_rw <= {addr, rw};
						data_tx <= data_wr;
						if(addr_rw == {addr, rw}) begin
							sda_int <= data_wr[bit_cnt];
							state <= WR;
						end else state <= START;	 
					end else state <= STOP;			 
				end
				MSTR_ACK: begin
					if(ena == 1) begin
						busy <= 1'b0;
						addr_rw <= {addr, rw};
						data_tx <= data_wr;
						if(addr_rw == {addr, rw}) begin
							sda_int <= 1'b1;
							state <= RD;
						end else state <= START;
					end else state <= STOP;
				end
				STOP: begin
					busy <= 1'b0;
					state <= READY;
				end
			endcase
		end else if (data_clk == 0 && data_clk_prev == 1)	begin	 
			case(state)
				START: begin
					if(scl_ena == 0) begin
						scl_ena <= 1'b1;
						ack_error <= 1'b0;
					end
				end
				SLV_ACK1: begin
					if(sda != 0 || ack_error == 1) ack_error <= 1;
				end
				RD: begin
					data_rx[bit_cnt] <= sda;
				end
				SLV_ACK2: begin
					if(sda != 0 || ack_error == 1) ack_error <= 1;
				end
				STOP: begin
					scl_ena <= 0;
				end
				default: ;
			endcase
		end
	end
end
endmodule 
==> ci_impl_report.md <==
## Implementation flow summary

| Metric | Value |
|---|---|
| Status | `finished clean` |
| Number of flops mapped to enable cells by yosys | `16` |
| Worst path arrival time | `2.08 ns` |
| CP Class | `register to register` |
| Register bit count reported by yosys | `73` |
| DRT Wirelength | `4.32 mm` |
| Syn Area/Cell | `13.3 um^2` |
| Simple share | `11.6%` |
| Syn Inst Count | `214` |
| Worst Max-Slew Pin Slew | `0.610 ns` |
| Clock power share | `45.8%` |
| Setup bufs post-CTS | `0` |
| Cycle use final | `92.8%` |
| Init Core Util | `41.5%` |
| Resized cells post-CTS | `0` |
| Peak supply drop | `512 uV` |
| Crit Path Max Fanout | `10` |
| Post-synthesis cell area | `2840 um^2` |
| Worst path required time | `2.23 ns` |
| Synth Area in Compound Gates | `8.82%` |
| # H-tree levels | `3` |
| Die area | `7430 um^2` |
| RePlAce Congestion | `0.794` |
| Row cnt | `30` |
| Layout cells sized above 1 | `13.8%` |
| Clock Sinks | `73` |
| First DRT Iteration DRCs | `63` |
| Vias | `1663` |
| Yosys cell count | `214` |
| GR Util All Layers | `13.9%` |
| Leak pwr | `1.47 nW` |
| Buffers on Ports | `20` |
| Psw | `0.585 mW` |
| Post-route setup TNS | `0 ns` |
| Max Fclk | `539 MHz` |
| Worst slew margin | `59.0%` |
| Ports | `31` |
| Core Area | `6830 um^2` |
| FFs w/ async S/R, synth | `78.1%` |
| CP Launch Type | `register` |
| RSZ-0062 raised after global routing | `false` |
| Late-Pin Clk Latency | `0.34 ns` |
| Top cells by area | `dfrtp_1 (46%), edfxtp_1 (17%), dfstp_2 (4.6%)` |
| Worst setup EP type | `register` |
| Count leader, synth | `dfrtp_1` |
| Leading area contributor after synthesis | `dfrtp_1` |
| XORs/XNORs by Area | `3.70%` |
| Reg2Reg Launch Point | `bit_cnt[0]` |
| Final core occ | `51.3%` |
| Logic gate share of total power | `2.3%` |
| Final min period | `1.86 ns` |
| Vias in the first global route | `1711` |
| Overflow after GRT | `0` |
| OpenROAD warning count | `37` |
| Tightest Hold Check Type | `primary input to asynchronous set/reset pin` |
| Top comb family, area | `simple AND/OR/NAND/NOR gates` |
| Clk_skew | `0.0100 ns` |
| Worst Setup SP | `bit_cnt[0]` |
| Final hold viol count | `0` |
| Die Width | `86.2 um` |
| Power Dens Cells | `853 nW/um^2` |
| CTS tree | `yes` |
| Drt first pass iters | `4` |
| Mux share | `2.78%` |
| Clock Pin Slew Worst Setup and Hold Paths | `0.07 ns` |
| DR vias/cell | `4.47` |
| Seq share, synth | `67.4%` |
| First-pass GRT wire length | `7.83 mm` |
| CTS root buffer | `clkbuf_8` |
| CTS buffer count | `9` |
| Main flop type after synthesis | `dfrtp_1` |
| Initial antenna violation count | `0` |
| DRC violations left | `0` |
| Net Sw Frac | `19.6%` |
| Pin count of the biggest net entering global routing | `35` |
| Post-route antenna net violation count | `0` |
| Post-synthesis cell type count | `44` |
| Adder-Cell Fraction of Synth Area | `3.09%` |
| Die H | `86.2 um` |
| Post-synth top cells | `dfrtp_1 (52), nand2_1 (17), edfxtp_1 (16), nor2_1 (13), xor2_1 (10)` |
| Max Cap Violations | `0` |
| Area growth from synthesis to layout | `23.4%` |
| Top area contributor share | `45.9%` |
| Clock buffer depth | `2` |
| Final slew viol count | `0` |
| DR WL/cell | `11.6 um` |
| FILL cells | `568` |
| Setup Viol. Count Final | `0` |
| DP HPWL | `2.80 mm` |
| Flop pwr share | `52.0%` |
| Yosys stat area | `2840 um^2` |
| Ant diodes | `0` |
| P_int | `2.40 mW` |
| Ys Warns | `5` |
[path summary, 6_finish.rpt]
path / end / slack [ns] / depth (start not counted)
setup / recovery: data_rd[5] / 0.14 / 5
hold / removal: busy / 0.08 / 1
setup reg to reg: data_rd[5] / 0.14 / 5
hold reg to reg: data_clk_prev / 0.42 / 0
max in group asynchronous: count[2] / 1.09 / 2
min in group clk0: data_clk_prev / 0.42 / 0
[per-stage QoR]
stage	std cells	setup WS, ns	area [um^2]	hold WS [ns]	total power [mW]
after floorplan	240	0.196	2940	0.104	1.60
after global placement	355	0.176	3250	0.310	1.65
after detailed placement	355	0.145	3250	0.308	1.65
after CTS	372	0.128	3500	0.0848	3.03
after global routing	372	0.0428	3500	0.0808	3.10
final	372	0.145	3500	0.0837	2.99
[sequential cells by signal, summed over array words and instances (netlist names)]
register       flops
ack_error          1
data_clk           1
bit_cnt            3
count             32
addr_rw            8
data_clk_prev      1
scl_ena            1
state              9
busy               1
data_rd            8
data_rx            8
[critical path: stages, from the launching register on]
cell and delay [ns]:
dfstp_2 0.58, inv_1 0.10, ha_1 0.21, ha_1 0.25
nand3_2 0.25, mux2_2 0.37
[per-layer routing]
metal | routed length, um | GRT usage (%) | vias up
met5 | 0 | 0 | -
met4 | 97 | 2.58 | 0
met3 | 124 | 2.71 | 11
met2 | 1820 | 20.6 | 22
met1 | 2280 | 23.3 | 782
li1 | - | - | 848
[layout by cell type, fill, tap and decap left out, types with 3 or more instances in the layout]
cell type / n
a21oi_1: 6
o31ai_1: 3
dfrtp_1: 52
dfstp_2: 5
bufinv_16: 3
conb_1: 27
a21boi_0: 6
xor2_1: 10
clkdlybuf4s50_1: 19
mux2_2: 7
nand3_1: 9
ha_1: 7
edfxtp_1: 16
nor3_1: 3
nor2_1: 13
inv_1: 9
buf_4: 5
nand2_1: 17
nor4_1: 5
o21ai_0: 8
clkbuf_8: 9
[layout make-up]
class | instances | area, um^2 | share of cell area (%)
well taps | 96 | 120 | 3.43
clock inverters | 7 | 116 | 3.32
multi-input cells | 152 | 952 | 27.2
inverters | 9 | 33.8 | 0.965
flip-flops and latches | 73 | 1910 | 54.6
repair buffers | 26 | 243 | 6.93
clock buffers | 9 | 124 | 3.54
[power by group through the flow]
| stage | combinational, mW | clock [mW] | sequential, mW |
|---|---|---|---|
| after global routing | 0.0796 | 1.46 | 1.55 |
| after CTS | 0.0707 | 1.41 | 1.55 |
| final | 0.0679 | 1.37 | 1.55 |
[cells by family (layout without fill, tap and decap cells)]
| family | Yosys count | after routing |
|---|---|---|
| DFF | 73 | 73 |
| and+or+nand+nor | 63 | 63 |
| AOI/OAI and AO/OA | 36 | 36 |
| buffers and inverters | 15 | 51 |
| xor gates and xnor gates | 12 | 12 |
| adders and majority gates | 7 | 7 |
| muxes | 7 | 7 |
| other | 1 | 27 |
[repair_timing]
| item | CTS | global route |
|---|---|---|
| endpoints found under the setup margin | 0 | 0 |
| hold buffers | 1 | 0 |
| endpoints found under the hold margin | 8 | 0 |
Power and IR drop assume default switching activity.
